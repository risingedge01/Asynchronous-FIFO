$ cat /design/flow/run.sh
#!/bin/bash
# OpenROAD 26Q1-2900-gdf79404cd8, Yosys 0.63+post, stock flow scripts
make -C /OpenROAD-flow-scripts/flow DESIGN_CONFIG=/design/flow/config.mk WORK_HOME=/design/flow/orfs finish
$ cat /design/flow/config.mk
export PLATFORM = sky130hd
export DESIGN_NAME = async_fifo1
export DESIGN_NICKNAME = async_fifo1
export VERILOG_FILES = /design/flow/design.v
export SDC_FILE = /design/flow/constraint.sdc
export NUM_CORES = 4
export LEC_CHECK = 1
export CORE_UTILIZATION = 30
$ cat /design/flow/constraint.sdc
current_design async_fifo1

set clk_period 3.6
set clk_io_pct 0.2

create_clock -name clk0 -period $clk_period [get_ports {rclk}]
create_clock -name clk1 -period $clk_period [get_ports {wclk}]

set non_clock_inputs [all_inputs -no_clocks]
set_input_delay [expr $clk_period * $clk_io_pct] -clock clk0 $non_clock_inputs
set_output_delay [expr $clk_period * $clk_io_pct] -clock clk0 [all_outputs]
$ cat /design/flow/design.v
module async_fifo1
#(
  parameter DSIZE = 8,
  parameter ASIZE = 4
 )
(
  input   winc, wclk, wrst_n, 
  input   rinc, rclk, rrst_n, 
  input   [DSIZE-1:0] wdata,
  output  [DSIZE-1:0] rdata,
  output  wfull,
  output  rempty
);
  wire [ASIZE-1:0] waddr, raddr;
  wire [ASIZE:0] wptr, rptr, wq2_rptr, rq2_wptr;
  sync_r2w sync_r2w (.*);
  sync_w2r sync_w2r (.*);
  fifomem #(DSIZE, ASIZE) fifomem (.*);
  rptr_empty #(ASIZE) rptr_empty (.*);
  wptr_full #(ASIZE) wptr_full (.*);
endmodule
module fifomem
#(
  parameter DATASIZE = 8,  
  parameter ADDRSIZE = 4   
)
(
  input   winc, wfull, wclk,
  input   [ADDRSIZE-1:0] waddr, raddr,
  input   [DATASIZE-1:0] wdata,
  output  [DATASIZE-1:0] rdata
);
  localparam DEPTH = 1<<ADDRSIZE; 
  logic [DATASIZE-1:0] mem [0:DEPTH-1];
  assign rdata = mem[raddr];
  always_ff @(posedge wclk)
    if (winc && !wfull)
      mem[waddr] <= wdata;
endmodule
module rptr_empty
#(
  parameter ADDRSIZE = 4
)
(
  input   rinc, rclk, rrst_n,
  input   [ADDRSIZE :0] rq2_wptr,
  output reg  rempty,
  output  [ADDRSIZE-1:0] raddr,
  output reg [ADDRSIZE :0] rptr
);
  reg [ADDRSIZE:0] rbin;
  wire [ADDRSIZE:0] rgraynext, rbinnext;
  always_ff @(posedge rclk or negedge rrst_n)
    if (!rrst_n)
      {rbin, rptr} <= '0;
    else
      {rbin, rptr} <= {rbinnext, rgraynext};
  assign raddr = rbin[ADDRSIZE-1:0];
  assign rbinnext = rbin + (rinc & ~rempty);
  assign rgraynext = (rbinnext>>1) ^ rbinnext;
  assign rempty_val = (rgraynext == rq2_wptr);
  always_ff @(posedge rclk or negedge rrst_n)
    if (!rrst_n)
      rempty <= 1'b1;
    else
      rempty <= rempty_val;
endmodule
module sync_r2w
#(
  parameter ADDRSIZE = 4
)
(
  input   wclk, wrst_n,
  input   [ADDRSIZE:0] rptr,
  output reg  [ADDRSIZE:0] wq2_rptr 
);
  reg [ADDRSIZE:0] wq1_rptr;
  always_ff @(posedge wclk or negedge wrst_n)
    if (!wrst_n) {wq2_rptr,wq1_rptr} <= 0;
    else {wq2_rptr,wq1_rptr} <= {wq1_rptr,rptr};
endmodule
module sync_w2r
#(
  parameter ADDRSIZE = 4
)
(
  input   rclk, rrst_n,
  input   [ADDRSIZE:0] wptr,
  output reg [ADDRSIZE:0] rq2_wptr
);
  reg [ADDRSIZE:0] rq1_wptr;
  always_ff @(posedge rclk or negedge rrst_n)
    if (!rrst_n)
      {rq2_wptr,rq1_wptr} <= 0;
    else
      {rq2_wptr,rq1_wptr} <= {rq1_wptr,wptr};
endmodule
module wptr_full
#(
  parameter ADDRSIZE = 4
)
(
  input   winc, wclk, wrst_n,
  input   [ADDRSIZE :0] wq2_rptr,
  output reg  wfull,
  output  [ADDRSIZE-1:0] waddr,
  output reg [ADDRSIZE :0] wptr
);
   reg [ADDRSIZE:0] wbin;
  wire [ADDRSIZE:0] wgraynext, wbinnext;
  always_ff @(posedge wclk or negedge wrst_n)
    if (!wrst_n)
      {wbin, wptr} <= '0;
    else
      {wbin, wptr} <= {wbinnext, wgraynext};
  assign waddr = wbin[ADDRSIZE-1:0];
  assign wbinnext = wbin + (winc & ~wfull);
  assign wgraynext = (wbinnext>>1) ^ wbinnext;
  assign wfull_val = (wgraynext=={~wq2_rptr[ADDRSIZE:ADDRSIZE-1], wq2_rptr[ADDRSIZE-2:0]});
  always_ff @(posedge wclk or negedge wrst_n)
    if (!wrst_n)
      wfull <= 1'b0;
    else
      wfull <= wfull_val;
endmodule
==> results.sh <==
# source this file to load flow results
export IMPL_status="completed"
export IMPL_critical_path_max_fanout=24
export IMPL_clock_sinks=168
export IMPL_tns_ns=0
export IMPL_power_internal_mw=4.53
export IMPL_yosysUniqueCellTypes=28
export IMPL_io_pins=24
export IMPL_slew_limit_headroom=0.427
export IMPL_via_per_inst=4.68
export IMPL_start_kind="register"
export IMPL_ctsResizeCount=0
export IMPL_hold_buffers=0
export IMPL_grt_pass1_vias=3372
export IMPL_p_seq_frac=0.416
export IMPL_drt_wirelength_per_cell_um=18.0
export IMPL_place_congestion=0.786
export IMPL_portBuffers=22
export IMPL_critPathKind="reg2out"
export IMPL_syn_inst=322
export IMPL_num_vias=3050
export IMPL_ys_cells=322
export IMPL_initial_core_util=0.310
export IMPL_worst_pin_slew_ns=0.856
export IMPL_drt_iter0_drc=150
export IMPL_dp_hpwl_mm=7.20
export IMPL_drtPass1Iterations=4
export IMPL_antenna_found_initial=0
export IMPL_place_area_um2=7000
export IMPL_grt_max_degree=36
export IMPL_dieWidth_um=148
export IMPL_grt_remaining_overflow=0
export IMPL_numSynthFlops=168
export IMPL_grt_first_pass_wirelength_mm=18.7
export IMPL_route_detailed_drc=0
export IMPL_dieArea_um2=21800
export IMPL_drv_cap=0
export IMPL_edf_count=128
export IMPL_coreArea_um2=20500
export IMPL_critPathLaunch="rptr_empty.rbin[0]"
export IMPL_yosys_warnings=7
export IMPL_p_sw_frac=0.302
export IMPL_wl_met3_mm=1.27
export IMPL_p_switching_mw=1.96
export IMPL_topCellsByArea="edfxtp_1 (60%), dfrtp_1 (15%), mux4_2 (11%), a22oi_1 (1.9%), xor2_1 (1.8%)"
export IMPL_routed_wl_mm=11.8
export IMPL_crit_arrival_ns=2.43
export IMPL_yosysMostFrequentCell="edfxtp_1"
export IMPL_final_layout_size_suffix_gt1_frac=0.233
export IMPL_critPathRequiredTime_ns=2.88
export IMPL_top_area_frac=0.604
export IMPL_die_height_um=148
export IMPL_path_clk_slew_ns=0.06
export IMPL_flop_cell="edfxtp_1"
export IMPL_yosys_stat_seqShare=0.762
export IMPL_yosys_area_um2=6360
export IMPL_synthArstFlopShare=0.238
export IMPL_synth_avg_cell_area_um2=19.8
export IMPL_yosysTopAreaCell="edfxtp_1"
export IMPL_cp_end_kind="output port"
export IMPL_finish_utilization=0.374
export IMPL_num_antenna_cells=0
export IMPL_top_cells_by_count="edfxtp_1 (128), dfrtp_1 (39), mux4_2 (32), a22oi_1 (16), nor2_1 (15)"
export IMPL_dr_wl_met2_mm=5.70
export IMPL_finalSetupViolations=0
export IMPL_hold_viol=0
export IMPL_hp_start="rptr_empty.rptr[2]"
export IMPL_leakage_nw=2.65
export IMPL_synth_area_um2=6360
export IMPL_highest_layer="met4"
export IMPL_drtAntennaViolNets=0
export IMPL_post_cts_buffers=0
export IMPL_rr_startpoint="wptr_full.wfull"
export IMPL_openroad_warnings=26
export IMPL_rsz0062_at_grt="no"
export IMPL_grt_util_all_layers=0.122
export IMPL_power_density_nw_per_um2=848
export IMPL_comb_power_share=0.292
export IMPL_skew_ns=0.0117
export IMPL_worstHoldPathType="reg2reg"
export IMPL_clkPwrFrac=0.292
export IMPL_cts_tree="built"
export IMPL_rows=52
export IMPL_final_area_um2=7660
export IMPL_wl_met1_mm=4.67
export IMPL_drv_slew=0
export IMPL_finalPower_mw=6.49
export IMPL_max_vdd_ir_drop_v=0.000508
export IMPL_area_growth_pct=20.4
==> per-stage QoR <==
| stage | hold WS (ns) | instances | worst slack [ns] |
|---|---|---|---|
| after floorplan | 0.331 | 322 | 1.25 |
| after global placement | 0.335 | 617 | 0.545 |
| after detailed placement | 0.338 | 617 | 0.551 |
| after CTS | 0.184 | 652 | 0.387 |
| after global routing | 0.196 | 652 | 0.284 |
| final | 0.195 | 652 | 0.447 |
==> registers in the layout, summed over array words and instances (netlist names) <==
name               count
sync_w2r.rq1_wptr      5
wptr_full.wbin         4
wptr_full.wptr         5
sync_w2r.rq2_wptr      5
rptr_empty.rbin        4
rptr_empty.rempty      1
rptr_empty.rptr        5
wptr_full.wfull        1
sync_r2w.wq1_rptr      5
fifomem.mem          128
sync_r2w.wq2_rptr      5
==> cells by family after synthesis <==
group	synth area share
flops	0.762
buf+inv	0.0142
fa+ha+maj	0.00787
simple gates	0.0389
mux	0.113
xor+xnor	0.0401
compound gates	0.0238
==> routing by layer <==
layer | up-vias | global-route usage
met1 | 1558 | 0.166
met5 | - | 0
met2 | 129 | 0.187
li1 | 1352 | -
met4 | 0 | 0.0144
met3 | 11 | 0.0655
==> critical path, stage by stage, from the launching register on <==
cell and delay (ns):
dfrtp_2 0.58, buf_12 0.28, mux4_2 0.52, a22oi_1 0.25
nand2_1 0.12, clkdlybuf4s50_1 0.42
==> layout by cell type (no fill, tap or decap) <==
cell type,n
xnor3_1,1
dfstp_2,1
edfxtp_1,128
nand2_1,13
buf_12,1
clkinv_4,3
clkinv_8,2
inv_6,6
clkbuf_8,1
ha_1,4
or3_1,5
a22oi_1,16
and2b_1,1
nand2b_1,3
xnor2_2,1
clkdlybuf4s50_1,22
clkinvlp_4,1
dfrtp_1,38
clkbuf_16,20
xor2_1,13
a221oi_1,1
inv_8,2
xor3_1,1
mux4_2,32
inv_1,6
nor3_1,4
a21boi_0,1
and2_1,1
buf_4,17
xnor2_1,9
dfrtp_2,1
nor2_1,15
nor2b_1,2
and3_1,1
nand3_1,8
a221oi_2,1
==> power by group through the flow <==
stage | registers [mW] | clock network (mW) | logic [mW]
4_1_cts | 2.71 | 1.93 | 1.92
5_1_grt | 2.75 | 2.02 | 2.09
6_report | 2.70 | 1.90 | 1.90
==> cell type report <==
cell class / instances / area [um2]
Clock buffer: 21 / 514
Tap cell: 270 / 338
Timing Repair Buffer: 40 / 368
Sequential cell: 168 / 4850
Inverter: 6 / 22.5
Multi-Input combinational cell: 133 / 1430
Clock inverter: 14 / 141
Fill cell: 1841 / 12800
==> path summary, 6_finish.rpt <==
path | slack [ns] | cells after the start | end
min in group clk0 | 0.35 | 0 | sync_w2r.rq2_wptr[1]
min in group asynchronous | 0.66 | 2 | sync_r2w.wq1_rptr[2]
min | 0.19 | 0 | sync_r2w.wq1_rptr[2]
max in group clk1 | 0.97 | 9 | wptr_full.wfull
max in group asynchronous | 2.54 | 2 | rptr_empty.rempty
min reg2reg | 0.19 | 0 | sync_r2w.wq1_rptr[2]
max | 0.45 | 5 | rdata[6]
max reg2reg | 1.28 | 8 | wptr_full.wfull
Power and IR drop assume default switching activity.
